File: flow/run.sh
#!/bin/bash
# OpenROAD 26Q1-2900-gdf79404cd8, Yosys 0.63+post, stock flow scripts
make -C /OpenROAD-flow-scripts/flow DESIGN_CONFIG=/design/flow/config.mk WORK_HOME=/design/flow/orfs finish
File: flow/config.mk
export PLATFORM = sky130hd
export DESIGN_NAME = dma_reg
export DESIGN_NICKNAME = dma_reg
export VERILOG_FILES = /design/flow/design.v
export SDC_FILE = /design/flow/constraint.sdc
export NUM_CORES = 4
export LEC_CHECK = 1
export CORE_UTILIZATION = 40
File: flow/constraint.sdc
current_design dma_reg

set clk_period 1.0
set clk_io_pct 0.2

create_clock -name clk0 -period $clk_period [get_ports {clk}]

set non_clock_inputs [all_inputs -no_clocks]
set_input_delay [expr $clk_period * $clk_io_pct] -clock clk0 $non_clock_inputs
set_output_delay [expr $clk_period * $clk_io_pct] -clock clk0 [all_outputs]
File: flow/design.v
`timescale 1ns / 1ps
module dma_reg(clk,rst,addr,din,write_en,src_addr,dst_addr,transfer_size,start);
input wire clk,rst;
input wire [1:0] addr;
input wire[31:0] din;
input wire write_en;
output reg [31:0] src_addr , dst_addr ,transfer_size;
output reg start;
always @(posedge clk or posedge rst)begin
if(rst)begin
src_addr<=0;
dst_addr<=0;
transfer_size<=0;
start <=0;
end
else begin
start<=1'b0;
if(write_en)begin
case(addr)
2'b00:src_addr <=din;
2'b01:dst_addr <=din;
2'b10:transfer_size <=din;
2'b11: start <=din;
endcase
end
end
end
endmodule
==> job_summary.md <==
## Implementation flow summary

| Metric | Value |
|---|---|
| Sequential fraction of the synthesis area | `66.2%` |
| YS chip area | `3660 um^2` |
| Vias per std cell | `4.68` |
| Distinct lib cells used | `10` |
| H-tree levels | `3` |
| Yosys stat cell total | `207` |
| # IOs | `134` |
| GRT Util Overall | `18.7%` |
| Sequence of cells on the critical path | `buf_2` |
| Largest net degree at the start of global routing | `35` |
| Hold_sp | `addr[1]` |
| Non-Filler Instances | `505` |
| Clock skew | `0 ns` |
| Clk sinks | `97` |
| Max-cap violations | `0` |
| Syn avg cell area | `17.7 um^2` |
| Clk latency of the worst-skew pair | `0.34 ns` |
| Worst EP arrival | `0.87 ns` |
| EDFF count, synth | `0` |
| Vias in the first global route | `2451` |
| First-pass GRT wire length | `13.3 mm` |
| CTS Buf Count | `9` |
| Critical setup path kind | `register to output pin` |
| Iteration-0 DRC Markers | `67` |
| Top Family by Delay on Critical Path | `flip-flops` |
| Final hold vios | `0` |
| Port Buffers | `133` |
| Initial Util | `41.6%` |
| Min cycle time layout | `1.07 ns` |
| Asr flop ratio synth | `100%` |
| CP max FO | `2` |
| Static Leak | `2.62 nW` |
| Pwr per Cell Area | `1760 nW/um^2` |
| Top cells by area | `dfrtp_1 66%, mux2_2 29%, buf_6 1.2%` |
| # diodes | `0` |
| Area Overhead vs Synth | `47.7%` |
| Layout cells sized above 1 | `66.8%` |
| Site Rows | `34` |
| Area share of the largest cell type after synthesis | `66.2%` |
| Cells after Synth | `207` |
| Die Area | `9550 um^2` |
| Tool warning count | `29` |
| Post-route ant nets | `0` |
| Final max-slew violation count | `0` |
| Grt total ovfl | `0` |
| RePlAce Congestion | `0.729` |
| Detailed Place HPWL | `5.58 mm` |
| Final Power | `9.53 mW` |
| Reg area | `2430 um^2` |
| DIE WIDTH | `97.7 um` |
| Hold Worst Slack | `0.227 ns` |
| Fmax | `937 MHz` |
| Maximum vdd drop | `0.791 mV` |
| Worst Path Required | `0.80 ns` |
| Worst rel slew slack | `86.1%` |
| Period Utilization, post-route | `107%` |
| Initial antenna violation count | `0` |
| # DRC | `9` |
| Worst-Margin Slew | `0.208 ns` |
| Root cell of the clock tree | `clkbuf_8` |
| CP Buf/Inv Count | `1` |
| Netlist Area Pre-Place | `3660 um^2` |
| Clock Path Buffers | `2` |
| Worst Setup End Kind | `output pin` |
| Worst r2r src | `src_addr[3]$_DFFE_PP0P_` |
| # setup viols final | `97` |
| Slowest cell on crit path | `dfrtp_1` |
| Most area-hungry cell type in the Yosys netlist | `dfrtp_1` |
| # fillers | `718` |
| Status | `finished with violations` |
| DIE HEIGHT | `97.7 um` |
| Most common library cells after synthesis | `97 x dfrtp_1, 94 x mux2_2, 4 x buf_6` |
| Dominant flop cell | `dfrtp_1` |
| Type of origin of the critical path | `register` |
| Core area | `8810 um^2` |
| Setup TNS Final | `-4.18 ns` |
| Post-Route WL | `8.29 mm` |
| Register bit total from synthesis | `97` |
| Via count | `2361` |
| Wire per inst | `16.4 um` |
| CP peak stage delay | `0.39 ns` |
| Logic cell area | `1270 um^2` |
| Failing checks | `DRC, setup timing` |
| Clock slew at reported path FFs | `0.10 ns` |
| Setup ws final | `-0.0673 ns` |
| Synth warnings | `1` |
| Hold WC Path Type | `input pin to register` |
| Count leader, synth | `dfrtp_1` |
| CTS tree | `yes` |
| Placed cell count | `467` |
| RSZ-0062 raised after global routing | `true` |
| Pre-antenna DRT Iters | `46` |
| Critical Path Start | `src_addr[3]$_DFFE_PP0P_` |
[worst paths after layout]
path	endpoint	slack, ns	depth (start not counted)
max	src_addr[3]	-0.07	1
min	start$_DFF_PP0_	0.23	2
max reg2reg	src_addr[3]$_DFFE_PP0P_	0.01	3
min reg2reg	dst_addr[20]$_DFFE_PP0P_	0.50	1
max in group asynchronous	src_addr[14]$_DFFE_PP0P_	0.48	3
min in group asynchronous	src_addr[3]$_DFFE_PP0P_	0.33	3
[cell usage in the layout, fill, tap and decap left out, drive strengths merged]
master | synthesis | final
inv | 1 | 1
nand3b | 2 | 2
and4 | 1 | 1
nor3b | 1 | 1
clkinv | 0 | 2
clkbuf | 3 | 13
dfrtp | 97 | 97
clkdlybuf4s50 | 0 | 33
clkinvlp | 0 | 3
mux2 | 96 | 96
buf | 6 | 148
[cell type report]
class,instances,share of cell area [%]
multi-input combinational,100,23.5
timing repair buffer,183,25.9
clock buffer,11,2.43
tap,108,2.50
sequential,97,44.8
clock inverter,5,0.763
inverter,1,0.139
[state kept, by name (all words and copies together) (netlist names)]
name           flops
start              1
transfer_size     32
src_addr          32
dst_addr          32
[through the flow]
step           setup WS, ns  utilization, %  cell area (um^2)
6_report            -0.0673            61.5              5410
5_1_grt              -0.107            61.5              5410
4_1_cts             -0.0850            61.1              5380
3_5_place_dp         -0.702            62.4              5500
3_3_place_gp         -0.705            62.4              5500
2_1_floorplan        -0.348               -              3810
[power by group]
| group | internal (mW) | switching, mW | total, mW |
|---|---|---|---|
| Sequential | 4.65 | 0.332 | 4.98 |
| Combinational | 1.68 | 0.612 | 2.29 |
| Clock | 0.925 | 1.33 | 2.25 |
| Total | 7.25 | 2.27 | 9.53 |
[cell families (layout without fill, tap and decap cells)]
| family | Yosys count | after routing | synth area share, % |
|---|---|---|---|
| flip-flops | 97 | 97 | 66.2 |
| multiplexers | 96 | 96 | 29.5 |
| buffers and inverters | 10 | 200 | 2.87 |
| AND/OR/NAND/NOR | 4 | 4 | 1.40 |
[what timing repair did]
action | 4_1_cts | 5_1_grt
pin swaps | 1 | 0
hold buffers | 0 | 0
setup buffers | 18 | 5
gates resized | 311 | 3
endpoints found under the setup margin | 193 | 123
gates cloned | 2 | 1
[metal layers]
metal	GRT usage (%)	vias up	share of wire, %
met5	0	-	0
met4	2.21	0	1.3
met3	3.07	9	6.0
met2	26.9	64	44
met1	32.9	1181	48
li1	-	1107	-
Power figures rest on the tool's default switching activity, not on a simulated workload.
