$ cat /design/flow/constraint.sdc
current_design fifo

set clk_period 5.0
set clk_io_pct 0.2

create_clock -name clk0 -period $clk_period [get_ports {clk}]

set non_clock_inputs [all_inputs -no_clocks]
set_input_delay [expr $clk_period * $clk_io_pct] -clock clk0 $non_clock_inputs
set_output_delay [expr $clk_period * $clk_io_pct] -clock clk0 [all_outputs]
$ cat /design/flow/design.v
`timescale 1ns / 1ps
module fifo(clk,rst,din,write_en,read_en,dout,full,empty);
parameter datawidth=32;
parameter depth=16;
input wire clk, rst;
input wire [datawidth-1:0] din;
input wire write_en,read_en;
output reg [datawidth -1 :0] dout;
output wire full,empty;
reg [datawidth -1 : 0] mem [0:depth -1];
reg [3:0] write_ptr,read_ptr;
reg [4:0] count;   
assign full=(count == depth);
assign empty =(count == 0);
always @(posedge clk or posedge rst) begin
    if (rst) begin
        write_ptr   <= 0;
        read_ptr   <= 0;
        count   <= 0;
        dout<= 0;
    end else begin
    if(write_en && !full)begin
    mem[write_ptr]<= din;
    write_ptr <= write_ptr + 1;
    count<=count +1;
    end
    if (read_en && !empty )begin
    dout<= mem[read_ptr];
    read_ptr<=read_ptr+1;
    count<=count+1;
    end
   end
  end
endmodule
$ cat /design/flow/config.mk
export PLATFORM = sky130hd
export DESIGN_NAME = fifo
export DESIGN_NICKNAME = fifo
export VERILOG_FILES = /design/flow/design.v
export SDC_FILE = /design/flow/constraint.sdc
export NUM_CORES = 4
export LEC_CHECK = 1
export CORE_UTILIZATION = 40
$ cat /design/flow/run.sh
#!/bin/bash
# OpenROAD 26Q1-2900-gdf79404cd8, Yosys 0.63+post, stock flow scripts
make -C /OpenROAD-flow-scripts/flow DESIGN_CONFIG=/design/flow/config.mk WORK_HOME=/design/flow/orfs finish
==> results.cfg <==
; generated from flow reports
[timing]
grt_setup_unrepaired = no
fin_crit_ns = 3.33
tightest_slew_ns = 0.902
slew_headroom = 0.397
hold_viol_final = 0
final.period_utilization = 0.666
fin_ws_ns = 1.67
skew_ns = 0.0211
hold_ws_ns = 0.488
max_clock_freq_mhz = 300
setup_viol = 0
tns_ns = 0
drv_slew = 0

[setup_path]
crit_path_start = write_en
r2r_slack_ns = 1.69
endpoint = mem[12][14]
reg2regPathDepth = 8
critPathArrivalTime_ns = 3.62
crit_type = input pin to register
worstReg2RegStart = count[0]
reg2reg_to = mem[12][14]
cp_max_fo = 25
endpoint_kind = register
critPathLaunchType = input pin
crit_required_ns = 5.29

[synth]
synth-edff-count = 512
ys_seq_elements = 557
synth_area_sq_mm = 0.0212
synthArstFlopShare = 0.0808
ys_area_sq_mm = 0.0212
synth_top_flop_cell = edfxtp_1
postSynthCellCount = 1250
top_area_cell = edfxtp_1
yosysSeqAreaShare = 0.779
ys_cells = 1250
ys_types = 51
top_cell_area_share = 0.726
ys_warn_count = 2
top_cells_by_area = edfxtp_1 (73%), dfrtp_1 (5.3%), a22oi_1 (2.5%), mux2i_1 (1.7%), o21ai_0 (1.6%)
syn-mean-instance-area_sq_um = 16.9

[global_routing]
grt_first_pass_wirelength_um = 76200
grtUsageTotal = 0.208
antenna_found_initial = 0
grt_pass1_vias = 12300
grt.overflow.total = 0
grt_max_degree = 51

[clock_network]
post-cts-setup-buffers = 0
cts_buffer_depth = 3
cts-htree-levels = 2
numCtsBuffers = 53
cts_resized = 0
cts_tree = built
cts_hold_buffers = 0
root_buffer = clkbuf_16
clkSlewWorstSetupHoldPaths_ns = 0.06
clk_latency_ns = 0.59
cts_sinks = 557

[layout]
drive_above_1_share = 0.112
fin_cells = 2045
stdcell_area_sq_mm = 0.0244
syn_to_final_growth_pct = 15.4

[placement]
io_buffers = 69
numPlacedInstances = 1945
dp_hpwl_um = 30100
place_congestion = 0.826
placed_cell_area_sq_mm = 0.0227
post-place-ws_ns = 1.08

[route]
vias_per_cell = 5.74
drc_errors = 0
dr.pass1.iters = 5
totalWireLength_um = 50600
postRouteAntennaNets = 0
antenna_cells = 0
drt_iter0_drc = 708
routedWlPerCell_um = 24.7
vias = 11700

[run_status]
status = finished, final reports clean

[floorplan]
die_width_um = 232
dieArea_sq_mm = 0.0539
io_pins = 70
initCoreUtil = 0.409
fp.coreArea_sq_mm = 0.0518
die_height_um = 232
fp-row-count = 83

[pwr]
p_leak_nw = 7.79
p_per_area_mw_per_mm2 = 554
ir_worst_vdd_mv = 0.317

[run]
cap_violations = 0
openroad.warnings = 32

[hold_path]
min_path_type = register to register
[stage by stage]
step           total power [mW]   util
5_1_grt                    14.2  0.472
3_5_place_dp               9.76  0.439
4_1_cts                    13.7  0.472
2_1_floorplan              8.23      -
6_report                   13.5  0.472
3_3_place_gp               9.72  0.439
[layout by cell type, fill, tap and decap left out, drive strengths merged, types with 11 or more instances in the layout]
master | Yosys | layout
a211oi | 23 | 23
a21oi | 29 | 29
a221oi | 31 | 31
a22o | 25 | 25
a22oi | 71 | 71
a311oi | 23 | 23
a31oi | 14 | 14
and3 | 11 | 11
and3b | 11 | 11
buf | 62 | 35
clkbuf | 27 | 75
clkdlybuf4s50 | 0 | 69
clkinv | 0 | 20
dfrtp | 45 | 45
edfxtp | 512 | 512
mux2i | 35 | 35
nand2 | 51 | 51
nand3 | 18 | 18
nor2 | 27 | 27
nor4 | 11 | 11
o21ai | 77 | 77
o22ai | 34 | 34
o2bb2ai | 12 | 12
[Yosys cell counts (6+ instances only)]
master / instances
o21ai_1: 11
buf_4: 6
buf_6: 8
xnor2_1: 10
clkbuf_1: 23
a221oi_1: 26
a311oi_1: 23
a21oi_1: 29
o22ai_1: 34
o2bb2ai_1: 12
a22oi_1: 71
dfrtp_1: 45
inv_1: 9
a211oi_1: 23
nor2b_1: 7
nor2_1: 27
a32oi_1: 7
ha_1: 10
a31oi_1: 14
buf_2: 44
mux2i_1: 35
and3b_1: 11
edfxtp_1: 512
o21ai_0: 66
and3_1: 11
nand3_1: 18
and2_1: 7
nor4_1: 11
a2111oi_2: 6
nand2_1: 51
a22o_1: 25
a221o_1: 10
a32o_1: 6
[final cells by class]
cell class              count  area [sq um]
clock buffers              75          1520
repair buffers            104          1000
flip-flops and latches    557         16500
inverters                   9          33.8
well taps                 680           851
clock inverters            25           195
multi-input cells         595          4330
fillers                  4257         27400
[worst max-delay path, cell delays in order]
cell and delay (ns):
clkdlybuf4s50_1 0.47, nor2b_1 0.51, and2_1 0.30, nand2_1 0.26
nor2_4 0.72, buf_4 0.31
[logic make-up after synthesis]
kind of cell / synth area share
adders and majority gates: 0.00591
buffers and inverters: 0.0241
muxes: 0.0171
xor gates and xnor gates: 0.00413
AOI/OAI and AO/OA: 0.130
and+or+nand+nor: 0.0400
DFF: 0.779
[worst min path at each step]
stage | from | end | slack, ns | cells after the start
6_report | dout[1] | dout[1] | 0.49 | 2
5_1_grt | dout[1] | dout[1] | 0.53 | 2
4_1_cts | dout[25] | dout[25] | 0.50 | 2
[power breakdown]
part           internal [mW]  switching [mW]
clock network           2.27            1.65
logic                   1.41            2.43
registers               5.50           0.283
total                   9.18            4.36
[per-layer routing]
| layer | vias to the layer above | wire length, um | GRT usage |
|---|---|---|---|
| met1 | 5878 | 19400 | 0.289 |
| met3 | 79 | 5250 | 0.0960 |
| met4 | 0 | 1620 | 0.0561 |
| li1 | 5248 | - | - |
| met5 | - | 0 | 0.00551 |
| met2 | 536 | 24300 | 0.315 |
[state kept, by name, summed over array words and instances (netlist names)]
| name | count |
|---|---|
| read_ptr | 4 |
| dout | 32 |
| write_ptr | 4 |
| count | 5 |
| mem | 512 |
Power figures rest on the tool's default switching activity, not on a simulated workload.
