### flow/run.sh
#!/bin/bash
# OpenROAD 26Q1-2900-gdf79404cd8, Yosys 0.63+post, stock flow scripts
make -C /OpenROAD-flow-scripts/flow DESIGN_CONFIG=/design/flow/config.mk WORK_HOME=/design/flow/orfs finish
### flow/config.mk
export PLATFORM = sky130hd
export DESIGN_NAME = axi_lite_slave
export DESIGN_NICKNAME = axi_lite_slave
export VERILOG_FILES = /design/flow/design.v
export SDC_FILE = /design/flow/constraint.sdc
export NUM_CORES = 4
export LEC_CHECK = 1
export CORE_UTILIZATION = 40
### flow/constraint.sdc
current_design axi_lite_slave

set clk_period 5.0
set clk_io_pct 0.2

create_clock -name clk0 -period $clk_period [get_ports {clk}]

set non_clock_inputs [all_inputs -no_clocks]
set_input_delay [expr $clk_period * $clk_io_pct] -clock clk0 $non_clock_inputs
set_output_delay [expr $clk_period * $clk_io_pct] -clock clk0 [all_outputs]
### flow/design.v
`timescale 1ns / 1ps
module axi_lite_slave(clk,rst,s_addr,s_valid,s_ready,s_wdata,s_wvalid,s_wready,s_bvalid,s_bready,src_addr,dst_addr,transfer_size,ctrl_start);
input wire clk;
input wire rst;
input wire [31:0] s_addr;
input wire s_valid;
output reg s_ready;
input wire[31:0] s_wdata;
input wire s_wvalid;
output reg s_wready;
output reg s_bvalid;
input wire s_bready;
output wire [31:0] src_addr;
output wire [31:0] dst_addr;
output wire [31:0] transfer_size;
output wire ctrl_start;
reg [31:0] reg_src , reg_dst ,reg_size;
reg reg_start;
wire reg_wen;
always @(posedge clk)begin
if(!rst)begin
s_ready <= 1'b0;
s_wready <=1'b0;
s_bvalid <=1'b0;
end
else begin
if(!s_ready && s_valid)
s_ready<=1'b1;
else
s_ready<=1'b0;
if(!s_wready && s_wvalid)
s_wready<=1'b1;
else
s_wready<=1'b0;
if(s_wready && s_wvalid && !s_bvalid)
s_bvalid<=1'b1;
else if(s_bready && s_bvalid)
s_bvalid<=1'b0;
end
end
assign reg_wen=s_wready && s_wvalid;
always @(posedge clk)begin
if(!rst)begin
reg_src <=1'b0;
reg_dst <=1'b0;
reg_size <=1'b0;
reg_start <=1'b0;
end
else if(reg_wen)begin
case(s_addr[3:2])
2'b00:reg_src <=s_wdata;
2'b01:reg_dst<= s_wdata;
2'b10:reg_size<=s_wdata;
2'b11:reg_start<=s_wdata[0];
endcase
end else begin
reg_start <=1'b0;
end
end
assign src_addr =reg_src;
assign dst_addr =reg_dst;
assign transfer_size=reg_size;
assign ctrl_start =reg_start;
endmodule
==> summary.txt <==
Flow results.

- Wire segments on met3 add up to 483 um in the final route.
- The number of standard cells reported by yosys is approximately 360.
- The row count is 34.
- In this run the critical register-to-register path is launched from s_wready.
- Per the TritonCTS log, the buffer count is 9.
- TritonCTS built the clock tree.
- The most numerous cell in the Yosys netlist is sky130_fd_sc_hd__nand2_1.
- Yosys reported a register bit count of ~100.
- The worst vdd rail ir drop is about 0.12 mV.
- After detailed routing, the number of vias per cell comes to 4.65.
- Per the placement report, the placed cell count is 588.
- The final timing report counts setup violations totalling 0.
- The highest fanout seen on the critical path is 22.
- The final tally of hold violations is 0.
- The post-cts hold buffer count is 0.
- The all-layer global routing usage is 0.176.
- The number of flops mapped to enable cells by yosys is 0.
- The area figure in the yosys stat output is around 3700 um^2.
- The proportion of layout cells with a drive suffix above 1 is 0.0444.
- The first global-routing pass estimated 13400 um of wire.
- In the routed netlist, the antenna diode instances number 0.
- The post-synthesis instance total is about 360.
- Entering global routing, the biggest net connects around 76 pins.
- The number of filler cells placed in the layout is roughly 770.
- The number of pins exceeding their max-slew limit in the final report is 0.
- Along the worst hold path, the cell count comes to 1.
- The highest routing layer actually used is met4.
- The arrival time of data at the worst endpoint is listed as about 2.9 ns.
- The tightest min-delay check is of the flip-flop to flip-flop type.
- For reference, the top cells by count after synthesis are sky130_fd_sc_hd__nand2_1 (130), sky130_fd_sc_hd__dfxtp_1 (100), sky130_fd_sc_hd__mux2i_1 (96), sky130_fd_sc_hd__buf_2 (8), sky130_fd_sc_hd__clkbuf_1 (7).
- Sorting the synthesized cells by area gives the leading types as sky130_fd_sc_hd__dfxtp_1 (54%), sky130_fd_sc_hd__mux2i_1 (26%), sky130_fd_sc_hd__nand2_1 (13%).
- The total die size is around 9600 um^2.
- The share of the core filled with cells is 0.595.
- The total wirelength of the detailed-routed design is a little over 8000 um.
- In this run the critical register-to-register path is captured at reg_src[8].
- Port buffering added around 140 buffers.
- The critical path endpoint category is a flip-flop.
- Yosys reported that registers with async set or reset make up 0.
- The routed wirelength normalized by instance count is 13.8 um.
- The highest clock rate this design can be run at is about 0.38 GHz.
- The flow ran to the end, and the final reports show no timing, DRC or antenna violations.
- RePlAce ended its routability-driven mode at a weighted congestion of 0.741.
- Of the post-synthesis cell area, the dominant cell type holds 0.541.
- In this run the clock root is driven by a sky130_fd_sc_hd__clkbuf_8.
- For this configuration, the core starts out at a cell density of 0.419.
- The flip-flop cell with the highest count after synthesis is sky130_fd_sc_hd__dfxtp_1.
- The script extracted a total leakage power of approximately 0.0023 uW.
- The worst pin sits at a relative slew slack of 0.507.
- The type of the setup path with the least slack is primary input to flip-flop.
- The detailed router put a total of between 4000 and 5000 um of wire on met1.
- The number of nets with antenna violations after routing is 0.
- For this run, the register share of the synthesized area comes to 0.541.
- The relative area change from synthesis to final layout is 42.2%.
- The worst endpoint required time is ~5.3 ns.
- The via count is 2805.
- For this design the top-level I/O count stands at between 150 and 200.
- Setup repair after global routing left no endpoint under its margin.
- The HPWL after detailed placement is 5450 um.
- The global route total overflow is 0.
- The number of warnings reported in the stage logs is 56.
- The worst path needs about 2.7 ns of the cycle, external delays included.
- The worst setup path is launched from a primary input.
- The detailed route wirelength on metal2 is about 3700 um.
- The number of sinks driven by the clock tree is ~100.
- Measured in cells, the most critical reg-to-reg path has a length of 3.
- The average instance in the mapped netlist occupies approximately 10 um^2.
- The deepest clock path buffer count is 2.
- The post-CTS resize count is 0.
- The tally of non-filler cells in the final layout is roughly 600.
- The cell type with the largest total area after synthesis is sky130_fd_sc_hd__dfxtp_1.
- The post-CTS setup repair buffer count is 0.
- The violation count after the first detailed-route iteration is 88.
- Per the CTS log, the maximum H-tree level is 3.
- Across the routed clock network, the largest skew measured is around 0.0076 ns.
- The number of global-route vias before repair is around 2700.
- In this run the cell area of the synthesized design comes to between 3000 and 4000 um^2.
- The end point of the most critical hold path is s_ready.
- The warning tally printed by Yosys for this design is 1.
- The minimum setup slack among reg-to-reg paths is ~3.1 ns.
- Max-cap violations in this run came to 0.
- The core outline area is between 8000 and 9000 um^2.
- The number of antenna violations at the first check in global routing was 0.
- The clock-pin slew on the worst setup and hold paths is around 0.090 ns.
- The floorplan die height is ~98 um.
- The cell area power density is ~260 nW/um^2.
- The final total negative setup slack is 0 ns.
- The actual slew at the worst max-slew pin is ~0.74 ns.
- The horizontal die dimension is 98.2 um.
- Yosys mapped the design onto 16 distinct sky130hd cell types.
- Post-route period utilization is reported as 0.533.
- The skew report gives the latency at the later pin of the worst-skew pair as between 0.3 and 0.4 ns.
- For this run, the detailed router's first-pass iteration total came to 24.
- The DRC violation count after routing is 0.
- In this run the most critical hold path is launched from s_ready.
[where the power goes]
part / switching [uW] / total [uW] / internal [uW]
sequential: 5.75 / 811 / 806
combinational: 42.9 / 98.7 / 55.8
clock: 262 / 440 / 178
[flip-flops by register name (all words and copies together) (netlist names)]
name	count
reg_dst	32
reg_size	32
reg_src	32
reg_start	1
s_bvalid	1
s_ready	1
s_wready	1
[layer usage]
metal	vias to the layer above	global-route usage
li1	1447	-
met1	1283	0.274
met2	67	0.273
met3	8	0.0334
met4	0	0.0241
met5	-	0
[worst max path at each step]
stage | startpoint | to | slack, ns | depth (start not counted)
final | s_wvalid | reg_src[8] | 2.34 | 4
after global routing | s_wvalid | reg_src[25] | 2.22 | 4
after CTS | s_wvalid | reg_src[28] | 2.33 | 4
[placed cells by master (no fill, tap or decap), drive strengths merged]
cell type	n
nand4b	2
and4bb	1
clkinvlp	3
a21oi	1
buf	5
clkinv	1
nand2	130
a21bo	1
mux2i	96
nor2	2
nand3	2
clkdlybuf4s50	137
dfxtp	100
nand3b	1
clkbuf	11
nand2b	1
a21boi	1
[kinds of logic after synthesis]
logic type	count (synthesis)	synth area share
DFF	100	0.541
buffers and inverters	25	0.0422
and+or+nand+nor	139	0.152
AOI/OAI and AO/OA	3	0.00608
muxes	96	0.259
[critical path, stage by stage]
cell,delay [ns]
sky130_fd_sc_hd__clkdlybuf4s50_1,0.65
sky130_fd_sc_hd__and4bb_2,0.57
sky130_fd_sc_hd__buf_4,0.47
sky130_fd_sc_hd__mux2i_1,0.24
[per-stage QoR]
step	area, um^2	setup WS (ns)	power, uW	hold slack, ns
4_1_cts	5270	2.33	1370	0.421
2_1_floorplan	3700	3.20	871	0.367
3_5_place_dp	5110	1.96	930	0.407
6_report	5270	2.34	1350	0.419
5_1_grt	5270	2.22	1410	0.436
3_3_place_gp	5110	1.98	929	0.404
[cell type report]
type                       count  area, um^2  share of cell area
sequential                   100        2000               0.380
multi-input combinational    238        1560               0.297
timing repair buffer         142        1410               0.267
tap                          108         135              0.0257
clock buffer                  11         131              0.0249
clock inverter                 4        27.5             0.00523
Power figures rest on the tool's default switching activity, not on a simulated workload.
